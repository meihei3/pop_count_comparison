<file path="design.v">
module pop_count_no_scheme(b0, out);
parameter BINARY_M1  = 32'h5555_5555;   
parameter BINARY_M2  = 32'h3333_3333;   
parameter BINARY_M4  = 32'h0f0f_0f0f;   
parameter BINARY_M8  = 32'h00ff_00ff;   
parameter BINARY_M16 = 32'h0000_ffff;   
input       [31:0] b0;
output wire  [5:0] out;
wire [31:0] b1  = (b0 >> 0 & BINARY_M1 ) + (b0 >>  1 & BINARY_M1 );
wire [31:0] b2  = (b1 >> 0 & BINARY_M2 ) + (b1 >>  2 & BINARY_M2 );
wire [31:0] b4  = (b2 >> 0 & BINARY_M4 ) + (b2 >>  4 & BINARY_M4 );
wire [31:0] b8  = (b4 >> 0 & BINARY_M8 ) + (b4 >>  8 & BINARY_M8 );
wire [31:0] b16 = (b8 >> 0 & BINARY_M16) + (b8 >> 16 & BINARY_M16);
assign out = b16[5:0];
endmodule
</file>
<file path="run.sh">
#!/bin/bash
# OpenROAD 26Q1-2900-gdf79404cd8, Yosys 0.63+post, stock flow scripts
make -C /OpenROAD-flow-scripts/flow DESIGN_CONFIG=/design/flow/config.mk WORK_HOME=/design/flow/orfs finish
</file>
<file path="config.mk">
export PLATFORM = sky130hd
export DESIGN_NAME = pop_count_no_scheme
export DESIGN_NICKNAME = pop_count_no_scheme
export VERILOG_FILES = /design/flow/design.v
export SDC_FILE = /design/flow/constraint.sdc
export NUM_CORES = 4
export LEC_CHECK = 1
export CORE_AREA = 10 10 94 94
export DIE_AREA = 0 0 104 104
</file>
<file path="constraint.sdc">
current_design pop_count_no_scheme

set clk_period 4.7
set clk_io_pct 0.2

create_clock -name clk0 -period $clk_period

set non_clock_inputs [all_inputs -no_clocks]
set_input_delay [expr $clk_period * $clk_io_pct] -clock clk0 $non_clock_inputs
set_output_delay [expr $clk_period * $clk_io_pct] -clock clk0 [all_outputs]
</file>
==> insert_results.sql <==
-- physical implementation figures
INSERT INTO impl_metrics (metric_group, metric, value, unit) VALUES
('final_layout', 'layout_top_cell', 'sky130_fd_sc_hd__ha_4', ''),
('setup_path', 'path_max_fanout', '2', ''),
('job', 'maxCapViolCount', '0', ''),
('routing', 'routed_wirelength', '2782', 'microns'),
('setup_path', 'setup.worst_path.start_class', 'input pin', ''),
('routing', 'drt_drc_violations_left', '0', ''),
('floorplanning', 'die_y', '104', 'microns'),
('hold_path', 'holdCritPathClass', 'in2out', ''),
('routing', 'detail_route.vias_per_cell', '3.745', ''),
('routing', 'initialDrtViolationCount', '10', ''),
('global_route', 'antenna_found_initial', '0', ''),
('synthesis', 'postSynthCellCount', '123', ''),
('setup_path', 'critical_path_required', '3.76', 'ns'),
('synthesis', 'ys_seq_share', '0', '%'),
('timing', 'setup_viol', '5', ''),
('placed_design', 'numPlacedInstances', '263', ''),
('floorplanning', 'fp_util', '18.46', '%'),
('clock_network', 'holdBufCountCts', '0', ''),
('synthesis', 'synth.distinct_cells', '14', ''),
('final_layout', 'tally_of_non_filler_cells_in_the_final_layout', '274', ''),
('timing', 'fin_hold_ws', '3.024', 'ns'),
('routing', 'first_pass_iters', '2', ''),
('synthesis', 'syn_avg_cell_area', '10.25', 'sq um'),
('timing', 'worstMarginPinSlew', '0.1688', 'ns'),
('hold_path', 'min-delay-start', 'b0[11]', ''),
('setup_path', 'timing.critical_path.arrival', '4.10', 'ns'),
('global_route', 'grt_overflow', '0', ''),
('final_layout', 'area_growth', '73.21', '%'),
('routing', 'antenna_cells', '0', ''),
('final_layout', 'finish.utilization', '31.98', '%'),
('setup_path', 'worstSetupStartpoint', 'b0[4]', ''),
('final_layout', 'layout_top_cells_excl_fill_tap', '27 x sky130_fd_sc_hd__ha_4, 26 x sky130_fd_sc_hd__buf_2, 21 x sky130_fd_sc_hd__ha_1', ''),
('global_route', 'vias_in_the_first_global_route', '1207', ''),
('placed_design', 'routabilityCongestion', '0.7824', ''),
('timing', 'post-route-period-util', '107.2', '%'),
('pwr', 'power_density', '817.2', 'mW/mm^2'),
('run_status', 'failed_checks', 'negative setup slack', ''),
('pwr', 'total_power_of_the_final_layout', '1.785', 'mW'),
('floorplanning', 'dieWidth', '104', 'microns'),
('timing', 'hold_violations', '0', ''),
('final_layout', 'design.seq.count', '0', ''),
('setup_path', 'series_of_cell_instances_along_the_critical_path', 'buf_6 -> ha_4 -> ha_4 -> fa_1 -> fa_2 -> inv_2 -> fa_1 -> buf_4 -> fa_2 -> nand2b_4 -> a21oi_2 -> xor2_1 -> buf_2', ''),
('routing', 'route.detailed.wl_per_inst', '10.15', 'microns'),
('routing', 'dr_total_vias', '1026', ''),
('timing', 'setup_tns', '-1.288', 'ns'),
('floorplanning', 'rows', '30', ''),
('setup_path', 'critical-path-slowest-cell', 'sky130_fd_sc_hd__fa_2', ''),
('synthesis', 'synth.yosys.num_cells', '123', ''),
('synthesis', 'ys_warn_count', '0', ''),
('pwr', 'power.ir.vdd_worst', '0.4537', 'mV'),
('placed_design', 'io_buffers', '38', ''),
('synthesis', 'synth_area', '0.001261', 'sq mm'),
('timing', 'grt_setup_unrepaired', 'yes', ''),
('job', 'tool_warnings', '34', ''),
('timing', 'final_period_minus_worst_setup_slack', '5.037', 'ns'),
('setup_path', 'crit_path_max_incr_delay', '0.58', 'ns'),
('timing', 'slew_viol_final', '0', ''),
('final_layout', 'sequential_cell_area', '0', 'sq um'),
('timing', 'setup_ws', '-0.3372', 'ns'),
('floorplanning', 'chipArea', '0.01082', 'sq mm'),
('timing', 'relSlewSlack', '88.71', '%'),
('final_layout', 'clockBufferCount', '0', ''),
('global_route', 'global_route_wire_length_before_repair', '4995', 'microns'),
('final_layout', 'final.fill_count', '703', ''),
('synthesis', 'yosys_area', '0.001261', 'sq mm'),
('run_status', 'run_status', 'finished with violations', ''),
('placed_design', 'dp_hpwl', '2408', 'microns'),
('global_route', 'grt_start_max_net_pins', '5', ''),
('pwr', 'p_leak', '1.052', 'nW'),
('final_layout', 'post_route_cells_drive_above_1_share', '55.62', '%'),
('routing', 'drt.antenna.violating_nets', '0', ''),
('setup_path', 'setup.worst_path.end_class', 'output port', ''),
('global_route', 'grt_use_total', '5.198', '%'),
('floorplanning', 'io-pin-count', '38', ''),
('floorplanning', 'core', '0.006832', 'sq mm'),
('setup_path', 'worst-setup-path-type', 'in2out', ''),
('timing', 'fmax', '0.1985', 'GHz');
cell families (layout without fill, tap and decap cells):
kind of cell               after synthesis  in the layout  synth area share, %
and+or+nand+nor                          9              9                3.670
adders and majority gates               64             64                72.42
xor gates and xnor gates                11             11                7.639
buffers and inverters                   20             75                5.952
AOI/OAI and AO/OA                       19             19                10.32
critical path: cells and delay by family:
| kind | cells | cell delay (ns) |
|---|---|---|
| compound gates | 1 | 0.12 |
| xor+xnor | 1 | 0.15 |
| fa+ha+maj | 6 | 2.29 |
| buf+inv | 4 | 0.43 |
| simple gates | 1 | 0.15 |
repair_timing:
| item | CTS | global route |
|---|---|---|
| pin swaps | 49 | 36 |
| setup buffers | 9 | 4 |
| resized | 159 | 22 |
| gates cloned | 0 | 0 |
| hold endpoints to repair | 0 | 0 |
| setup endpoints to repair | 5 | 5 |
final timing paths:
path / end / slack (ns) / cells past startpoint
max: out[4] / -0.34 / 13
min: out[4] / 3.02 / 10
area by class of cell:
type / instances / area, sq um / share of cell area (%)
multi-input combinational: 103 / 1583 / 72.45
timing repair buffer: 55 / 406.6 / 18.61
tap: 96 / 120.1 / 5.498
inverter: 20 / 75.07 / 3.436
per-layer routing:
layer	GRT usage [%]	vias up	part of all wire (%)
met3	0.1880	0	1.5
met1	7.086	477	50
met2	9.414	17	49
met4	0	0	0
met5	0	-	0
li1	-	532	-
cell usage after synthesis:
library cell | number | area share (%)
sky130_fd_sc_hd__a211o_1 | 1 | 0.69
sky130_fd_sc_hd__nand2b_1 | 3 | 1.5
sky130_fd_sc_hd__inv_1 | 20 | 6.0
sky130_fd_sc_hd__o211ai_1 | 1 | 0.60
sky130_fd_sc_hd__o21ai_2 | 1 | 0.69
sky130_fd_sc_hd__xor2_1 | 3 | 2.1
sky130_fd_sc_hd__xnor2_1 | 8 | 5.6
sky130_fd_sc_hd__nor2_1 | 4 | 1.2
sky130_fd_sc_hd__a21oi_1 | 4 | 1.6
sky130_fd_sc_hd__fa_1 | 15 | 24
sky130_fd_sc_hd__nor2b_1 | 2 | 0.99
sky130_fd_sc_hd__a21o_1 | 10 | 6.0
sky130_fd_sc_hd__o21ai_0 | 2 | 0.79
sky130_fd_sc_hd__ha_1 | 49 | 49
power breakdown:
part	switching, mW	total [mW]	internal (mW)
registers	0	0	0
logic	0.723	1.79	1.06
clock network	0	0	0
total	0.723	1.79	1.06
stage by stage:
stage                     area (sq um)  setup slack (ns)
final                             2185           -0.3372
after global routing              2185           -0.5041
after CTS                         2059           -0.3975
after detailed placement          1914            -1.118
after global placement            1914            -1.141
after floorplan                   1369          0.002369
Power is estimated from default activity; no workload was simulated.
