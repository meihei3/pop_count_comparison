### flow/constraint.sdc
current_design pc_lut_8bit

set clk_period 3.5
set clk_io_pct 0.2

create_clock -name clk0 -period $clk_period

set non_clock_inputs [all_inputs -no_clocks]
set_input_delay [expr $clk_period * $clk_io_pct] -clock clk0 $non_clock_inputs
set_output_delay [expr $clk_period * $clk_io_pct] -clock clk0 [all_outputs]
### flow/config.mk
export PLATFORM = sky130hd
export DESIGN_NAME = pc_lut_8bit
export DESIGN_NICKNAME = pc_lut_8bit
export VERILOG_FILES = /design/flow/design.v
export SDC_FILE = /design/flow/constraint.sdc
export NUM_CORES = 4
export LEC_CHECK = 1
export CORE_AREA = 10 10 70 70
export DIE_AREA = 0 0 80 80
### flow/run.sh
#!/bin/bash
# OpenROAD 26Q1-2900-gdf79404cd8, Yosys 0.63+post, stock flow scripts
make -C /OpenROAD-flow-scripts/flow DESIGN_CONFIG=/design/flow/config.mk WORK_HOME=/design/flow/orfs finish
### flow/design.v
module pc_lut_8bit(address, q);
    input  [7:0] address;
    output [3:0] q;
    wire   [3:0] rom [0:255];
    assign q = rom[address];
    assign rom[8'b00000000] = 4'b0000;
    assign rom[8'b00000001] = 4'b0001;
    assign rom[8'b00000010] = 4'b0001;
    assign rom[8'b00000011] = 4'b0010;
    assign rom[8'b00000100] = 4'b0001;
    assign rom[8'b00000101] = 4'b0010;
    assign rom[8'b00000110] = 4'b0010;
    assign rom[8'b00000111] = 4'b0011;
    assign rom[8'b00001000] = 4'b0001;
    assign rom[8'b00001001] = 4'b0010;
    assign rom[8'b00001010] = 4'b0010;
    assign rom[8'b00001011] = 4'b0011;
    assign rom[8'b00001100] = 4'b0010;
    assign rom[8'b00001101] = 4'b0011;
    assign rom[8'b00001110] = 4'b0011;
    assign rom[8'b00001111] = 4'b0100;
    assign rom[8'b00010000] = 4'b0001;
    assign rom[8'b00010001] = 4'b0010;
    assign rom[8'b00010010] = 4'b0010;
    assign rom[8'b00010011] = 4'b0011;
    assign rom[8'b00010100] = 4'b0010;
    assign rom[8'b00010101] = 4'b0011;
    assign rom[8'b00010110] = 4'b0011;
    assign rom[8'b00010111] = 4'b0100;
    assign rom[8'b00011000] = 4'b0010;
    assign rom[8'b00011001] = 4'b0011;
    assign rom[8'b00011010] = 4'b0011;
    assign rom[8'b00011011] = 4'b0100;
    assign rom[8'b00011100] = 4'b0011;
    assign rom[8'b00011101] = 4'b0100;
    assign rom[8'b00011110] = 4'b0100;
    assign rom[8'b00011111] = 4'b0101;
    assign rom[8'b00100000] = 4'b0001;
    assign rom[8'b00100001] = 4'b0010;
    assign rom[8'b00100010] = 4'b0010;
    assign rom[8'b00100011] = 4'b0011;
    assign rom[8'b00100100] = 4'b0010;
    assign rom[8'b00100101] = 4'b0011;
    assign rom[8'b00100110] = 4'b0011;
    assign rom[8'b00100111] = 4'b0100;
    assign rom[8'b00101000] = 4'b0010;
    assign rom[8'b00101001] = 4'b0011;
    assign rom[8'b00101010] = 4'b0011;
    assign rom[8'b00101011] = 4'b0100;
    assign rom[8'b00101100] = 4'b0011;
    assign rom[8'b00101101] = 4'b0100;
    assign rom[8'b00101110] = 4'b0100;
    assign rom[8'b00101111] = 4'b0101;
    assign rom[8'b00110000] = 4'b0010;
    assign rom[8'b00110001] = 4'b0011;
    assign rom[8'b00110010] = 4'b0011;
    assign rom[8'b00110011] = 4'b0100;
    assign rom[8'b00110100] = 4'b0011;
    assign rom[8'b00110101] = 4'b0100;
    assign rom[8'b00110110] = 4'b0100;
    assign rom[8'b00110111] = 4'b0101;
    assign rom[8'b00111000] = 4'b0011;
    assign rom[8'b00111001] = 4'b0100;
    assign rom[8'b00111010] = 4'b0100;
    assign rom[8'b00111011] = 4'b0101;
    assign rom[8'b00111100] = 4'b0100;
    assign rom[8'b00111101] = 4'b0101;
    assign rom[8'b00111110] = 4'b0101;
    assign rom[8'b00111111] = 4'b0110;
    assign rom[8'b01000000] = 4'b0001;
    assign rom[8'b01000001] = 4'b0010;
    assign rom[8'b01000010] = 4'b0010;
    assign rom[8'b01000011] = 4'b0011;
    assign rom[8'b01000100] = 4'b0010;
    assign rom[8'b01000101] = 4'b0011;
    assign rom[8'b01000110] = 4'b0011;
    assign rom[8'b01000111] = 4'b0100;
    assign rom[8'b01001000] = 4'b0010;
    assign rom[8'b01001001] = 4'b0011;
    assign rom[8'b01001010] = 4'b0011;
    assign rom[8'b01001011] = 4'b0100;
    assign rom[8'b01001100] = 4'b0011;
    assign rom[8'b01001101] = 4'b0100;
    assign rom[8'b01001110] = 4'b0100;
    assign rom[8'b01001111] = 4'b0101;
    assign rom[8'b01010000] = 4'b0010;
    assign rom[8'b01010001] = 4'b0011;
    assign rom[8'b01010010] = 4'b0011;
    assign rom[8'b01010011] = 4'b0100;
    assign rom[8'b01010100] = 4'b0011;
    assign rom[8'b01010101] = 4'b0100;
    assign rom[8'b01010110] = 4'b0100;
    assign rom[8'b01010111] = 4'b0101;
    assign rom[8'b01011000] = 4'b0011;
    assign rom[8'b01011001] = 4'b0100;
    assign rom[8'b01011010] = 4'b0100;
    assign rom[8'b01011011] = 4'b0101;
    assign rom[8'b01011100] = 4'b0100;
    assign rom[8'b01011101] = 4'b0101;
    assign rom[8'b01011110] = 4'b0101;
    assign rom[8'b01011111] = 4'b0110;
    assign rom[8'b01100000] = 4'b0010;
    assign rom[8'b01100001] = 4'b0011;
    assign rom[8'b01100010] = 4'b0011;
    assign rom[8'b01100011] = 4'b0100;
    assign rom[8'b01100100] = 4'b0011;
    assign rom[8'b01100101] = 4'b0100;
    assign rom[8'b01100110] = 4'b0100;
    assign rom[8'b01100111] = 4'b0101;
    assign rom[8'b01101000] = 4'b0011;
    assign rom[8'b01101001] = 4'b0100;
    assign rom[8'b01101010] = 4'b0100;
    assign rom[8'b01101011] = 4'b0101;
    assign rom[8'b01101100] = 4'b0100;
    assign rom[8'b01101101] = 4'b0101;
    assign rom[8'b01101110] = 4'b0101;
    assign rom[8'b01101111] = 4'b0110;
    assign rom[8'b01110000] = 4'b0011;
    assign rom[8'b01110001] = 4'b0100;
    assign rom[8'b01110010] = 4'b0100;
    assign rom[8'b01110011] = 4'b0101;
    assign rom[8'b01110100] = 4'b0100;
    assign rom[8'b01110101] = 4'b0101;
    assign rom[8'b01110110] = 4'b0101;
    assign rom[8'b01110111] = 4'b0110;
    assign rom[8'b01111000] = 4'b0100;
    assign rom[8'b01111001] = 4'b0101;
    assign rom[8'b01111010] = 4'b0101;
    assign rom[8'b01111011] = 4'b0110;
    assign rom[8'b01111100] = 4'b0101;
    assign rom[8'b01111101] = 4'b0110;
    assign rom[8'b01111110] = 4'b0110;
    assign rom[8'b01111111] = 4'b0111;
    assign rom[8'b10000000] = 4'b0001;
    assign rom[8'b10000001] = 4'b0010;
    assign rom[8'b10000010] = 4'b0010;
    assign rom[8'b10000011] = 4'b0011;
    assign rom[8'b10000100] = 4'b0010;
    assign rom[8'b10000101] = 4'b0011;
    assign rom[8'b10000110] = 4'b0011;
    assign rom[8'b10000111] = 4'b0100;
    assign rom[8'b10001000] = 4'b0010;
    assign rom[8'b10001001] = 4'b0011;
    assign rom[8'b10001010] = 4'b0011;
    assign rom[8'b10001011] = 4'b0100;
    assign rom[8'b10001100] = 4'b0011;
    assign rom[8'b10001101] = 4'b0100;
    assign rom[8'b10001110] = 4'b0100;
    assign rom[8'b10001111] = 4'b0101;
    assign rom[8'b10010000] = 4'b0010;
    assign rom[8'b10010001] = 4'b0011;
    assign rom[8'b10010010] = 4'b0011;
    assign rom[8'b10010011] = 4'b0100;
    assign rom[8'b10010100] = 4'b0011;
    assign rom[8'b10010101] = 4'b0100;
    assign rom[8'b10010110] = 4'b0100;
    assign rom[8'b10010111] = 4'b0101;
    assign rom[8'b10011000] = 4'b0011;
    assign rom[8'b10011001] = 4'b0100;
    assign rom[8'b10011010] = 4'b0100;
    assign rom[8'b10011011] = 4'b0101;
    assign rom[8'b10011100] = 4'b0100;
    assign rom[8'b10011101] = 4'b0101;
    assign rom[8'b10011110] = 4'b0101;
    assign rom[8'b10011111] = 4'b0110;
    assign rom[8'b10100000] = 4'b0010;
    assign rom[8'b10100001] = 4'b0011;
    assign rom[8'b10100010] = 4'b0011;
    assign rom[8'b10100011] = 4'b0100;
    assign rom[8'b10100100] = 4'b0011;
    assign rom[8'b10100101] = 4'b0100;
    assign rom[8'b10100110] = 4'b0100;
    assign rom[8'b10100111] = 4'b0101;
    assign rom[8'b10101000] = 4'b0011;
    assign rom[8'b10101001] = 4'b0100;
    assign rom[8'b10101010] = 4'b0100;
    assign rom[8'b10101011] = 4'b0101;
    assign rom[8'b10101100] = 4'b0100;
    assign rom[8'b10101101] = 4'b0101;
    assign rom[8'b10101110] = 4'b0101;
    assign rom[8'b10101111] = 4'b0110;
    assign rom[8'b10110000] = 4'b0011;
    assign rom[8'b10110001] = 4'b0100;
    assign rom[8'b10110010] = 4'b0100;
    assign rom[8'b10110011] = 4'b0101;
    assign rom[8'b10110100] = 4'b0100;
    assign rom[8'b10110101] = 4'b0101;
    assign rom[8'b10110110] = 4'b0101;
    assign rom[8'b10110111] = 4'b0110;
    assign rom[8'b10111000] = 4'b0100;
    assign rom[8'b10111001] = 4'b0101;
    assign rom[8'b10111010] = 4'b0101;
    assign rom[8'b10111011] = 4'b0110;
    assign rom[8'b10111100] = 4'b0101;
    assign rom[8'b10111101] = 4'b0110;
    assign rom[8'b10111110] = 4'b0110;
    assign rom[8'b10111111] = 4'b0111;
    assign rom[8'b11000000] = 4'b0010;
    assign rom[8'b11000001] = 4'b0011;
    assign rom[8'b11000010] = 4'b0011;
    assign rom[8'b11000011] = 4'b0100;
    assign rom[8'b11000100] = 4'b0011;
    assign rom[8'b11000101] = 4'b0100;
    assign rom[8'b11000110] = 4'b0100;
    assign rom[8'b11000111] = 4'b0101;
    assign rom[8'b11001000] = 4'b0011;
    assign rom[8'b11001001] = 4'b0100;
    assign rom[8'b11001010] = 4'b0100;
    assign rom[8'b11001011] = 4'b0101;
    assign rom[8'b11001100] = 4'b0100;
    assign rom[8'b11001101] = 4'b0101;
    assign rom[8'b11001110] = 4'b0101;
    assign rom[8'b11001111] = 4'b0110;
    assign rom[8'b11010000] = 4'b0011;
    assign rom[8'b11010001] = 4'b0100;
    assign rom[8'b11010010] = 4'b0100;
    assign rom[8'b11010011] = 4'b0101;
    assign rom[8'b11010100] = 4'b0100;
    assign rom[8'b11010101] = 4'b0101;
    assign rom[8'b11010110] = 4'b0101;
    assign rom[8'b11010111] = 4'b0110;
    assign rom[8'b11011000] = 4'b0100;
    assign rom[8'b11011001] = 4'b0101;
    assign rom[8'b11011010] = 4'b0101;
    assign rom[8'b11011011] = 4'b0110;
    assign rom[8'b11011100] = 4'b0101;
    assign rom[8'b11011101] = 4'b0110;
    assign rom[8'b11011110] = 4'b0110;
    assign rom[8'b11011111] = 4'b0111;
    assign rom[8'b11100000] = 4'b0011;
    assign rom[8'b11100001] = 4'b0100;
    assign rom[8'b11100010] = 4'b0100;
    assign rom[8'b11100011] = 4'b0101;
    assign rom[8'b11100100] = 4'b0100;
    assign rom[8'b11100101] = 4'b0101;
    assign rom[8'b11100110] = 4'b0101;
    assign rom[8'b11100111] = 4'b0110;
    assign rom[8'b11101000] = 4'b0100;
    assign rom[8'b11101001] = 4'b0101;
    assign rom[8'b11101010] = 4'b0101;
    assign rom[8'b11101011] = 4'b0110;
    assign rom[8'b11101100] = 4'b0101;
    assign rom[8'b11101101] = 4'b0110;
    assign rom[8'b11101110] = 4'b0110;
    assign rom[8'b11101111] = 4'b0111;
    assign rom[8'b11110000] = 4'b0100;
    assign rom[8'b11110001] = 4'b0101;
    assign rom[8'b11110010] = 4'b0101;
    assign rom[8'b11110011] = 4'b0110;
    assign rom[8'b11110100] = 4'b0101;
    assign rom[8'b11110101] = 4'b0110;
    assign rom[8'b11110110] = 4'b0110;
    assign rom[8'b11110111] = 4'b0111;
    assign rom[8'b11111000] = 4'b0101;
    assign rom[8'b11111001] = 4'b0110;
    assign rom[8'b11111010] = 4'b0110;
    assign rom[8'b11111011] = 4'b0111;
    assign rom[8'b11111100] = 4'b0110;
    assign rom[8'b11111101] = 4'b0111;
    assign rom[8'b11111110] = 4'b0111;
    assign rom[8'b11111111] = 4'b1000;
endmodule
==> Slide: Implementation Results <==
Physical Implementation Snapshot

Outcome
  • Outcome: complete, no violations

Logic synthesis
  • Cell area leaders: a21oi_1 8.5%, nand2b_1 5.8%, nor3_1 5.4%
  • Mean post-synth cell area: 6.348 um^2
  • Synth logic family: simple AND/OR/NAND/NOR gates
  • Yosys xor share: 9.327%
  • Mux area share: around 3%
  • Post-synthesis cell area: 0.001301 mm^2
  • YS warnings: 1
  • Max-area cell share: 8.462%
  • Synth Area in Simple Gates: a little over two fifths
  • Post-Synth AOI/OAI Area: around a third
  • Synth top cell by count: a21oi_1
  • Synth Instances: between 200 and 250
  • Cell taking the most area after synthesis: a21oi_1
  • Cell variety after synth: slightly below 60
  • Adder Share, Synth: 0%
  • Yosys stat chip area: 0.001301 mm^2
  • Yosys Instances: 205
  • Seq share, synth: 0%
  • Top cells by count: 22 x a21oi_1, 17 x nor2_1, 14 x nor3_1

Drt
  • Via density: approximately 6
  • Pre-Repair DR Iteration Count: 4
  • DRC: 0
  • Antenna violation net count after detailed routing: 0
  • Inserted Diodes: 0
  • Iter 0 DRT Violations: around 260
  • Vias: slightly below 2000
  • Routed WL: between 5000 and 6000 um
  • Wire length per cell: around 17 um

Worst setup path
  • Crit path DRT: 2.80 ns
  • CP Data Arrival Time: 2.73 ns
  • Critical path peak fanout: 9
  • Setup CP Type: primary input to output pin
  • Crit path capture type: output pin
  • Startpoint Class: primary input

Floorplanning
  • Core area: around 0.0034 mm^2
  • Die Width: about 80 um
  • Die area: between 0.006 and 0.007 mm^2
  • Rows: 21
  • Initial core utilization: about two fifths
  • I/O Pins: 12
  • Die height: about 80 um

Layout
  • Final instance area: roughly 0.0022 mm^2
  • Share of layout cells above drive strength 1: between 30 and 40%
  • Flops: 0
  • Clkbuf count: 0
  • Sequential Area: 0 um^2
  • Fillcell total: ~290
  • Final core utilization: 64.51%
  • P&R area growth vs syn: 69.33%

Pwr
  • Maximum VDD drop: approximately 0.096 mV
  • Pwr dens: around 140 mW/mm^2
  • Static Leak: 0.9059 nW

Timing
  • Max Fclk: 291.9 MHz
  • Slew headroom: roughly 70%
  • Fin crit share: a little over nine tenths
  • Max-slew violations: 0
  • Slew @ Worst Pin: about 0.44 ns
  • Endpoints failing setup: 0
  • Final min period: 3.426 ns
  • Hold Vio Cnt, Final: 0

Min path
  • HP Start: address[5]
  • WHS Endpoint: q[1]
  • WHS Path Cells: 5
  • Hold crit path type: primary input to output pin

Global route
  • Pin count of the biggest net entering global routing: 21
  • Global-route wire length before repair: 9080 um
  • Vias in the first global route: 1801
  • GR Overflow Total: 0
  • Tot GR Track Use: about 17%
  • Antenna violations before repair: 0

Job
  • Log Warnings: 33
  • Max-Cap Viols: 0

Placement
  • DP Wirelength: ~4000 um
  • Placer congestion estimate: roughly 0.98
  • Placed cell area: between 0.0015 and 0.002 mm^2
  • PortBufs: 12
## kinds of logic (layout without fill, tap and decap cells)
| group | Yosys count | after routing |
|---|---|---|
| AND/OR/NAND/NOR | 98 | 98 |
| AND-OR/OR-AND | 63 | 63 |
| XOR/XNOR | 13 | 13 |
| buffers and inverters | 27 | 99 |
| multiplexers | 4 | 4 |
## where the power goes
part / total, mW / switching, mW / leakage (nW) / internal, mW
sequential: 0 / 0 / 0 / 0
clock: 0 / 0 / 0 / 0
combinational: 0.302 / 0.149 / 0.906 / 0.153
total: 0.302 / 0.149 / 0.906 / 0.153
## worst max path at each step
stage / startpoint / endpoint / slack [ns] / cells after the start
5_1_grt: address[6] / q[0] / -0.06 / 10
6_report: address[6] / q[0] / 0.07 / 10
4_1_cts: address[3] / q[2] / -0.1 / 12
## cell usage in the layout (no fill, tap or decap), drive strengths merged, types with 6 or more instances in the layout
| cell | netlist | routed |
|---|---|---|
| nand2 | 13 | 13 |
| nor4 | 7 | 7 |
| buf | 18 | 83 |
| a21oi | 22 | 22 |
| dlygate4sd2 | 0 | 6 |
| nand3 | 7 | 7 |
| nor3 | 14 | 14 |
| nand2b | 12 | 12 |
| nor2 | 18 | 18 |
| o21ai | 8 | 8 |
| xnor2 | 8 | 8 |
| nand4 | 7 | 7 |
## critical path, cell delays in order
cell and delay [ns]:
clkdlybuf4s50_1 0.50, buf_6 0.15, or4bb_1 0.51, o21ai_1 0.11
nand3_1 0.13, a21boi_2 0.17, nor3_2 0.06, buf_4 0.13
nand3_1 0.06, dlygate4sd2_1 0.20
## layout make-up
class                           count  area (um^2)  area share (%)
Multi-Input combinational cell    178         1334           60.53
Timing Repair Buffer               95        797.0           36.17
Inverter                            4        15.01          0.6814
Tap cell                           46        57.56           2.612
## metrics by stage
step	instances	hold WS, ns	power [mW]	setup slack, ns	setup TNS [ns]
2_1_floorplan	205	1.724	0.1303	0.7902	0
3_3_place_gp	310	2.685	0.2539	-0.3952	-1.095
3_5_place_dp	310	2.702	0.2535	-0.3696	-1.025
4_1_cts	320	2.263	0.2832	-0.09653	-0.1010
5_1_grt	323	2.316	0.3220	-0.05774	-0.1132
6_report	323	2.279	0.3024	0.07392	0
## what timing repair did
action / 4_1_cts / 5_1_grt
setup endpoints to repair: 3 / 3
buffers inserted: 11 / 2
hold buffers: 0 / 0
hold endpoints to repair: 0 / 0
pin swaps: 16 / 9
gates cloned: 0 / 1
gates resized: 37 / 13
## per-layer routing
layer	wire length (um)	global-route usage (%)	up-vias	share of wire [%]
met5	0	0	-	0
met4	106	2.289	0	1.9
li1	-	-	930	-
met3	375	1.932	13	6.7
met2	2503	26.81	75	45
met1	2589	24.57	917	46
Power and IR drop assume default switching activity.
